<file path="design/flow/design.v">
`timescale 1ns / 10ps
`timescale 1ns / 1ps
module ID_IMEM_stage(
    clk,
    rst,
    waddr,
    alures,
    waddr_out,
    alures_out,
    );
    input clk,rst;
    input [5-1:0] waddr;
    input [32-1:0] alures;
    output reg [5-1:0] waddr_out;
    output reg [32-1:0] alures_out;
    always @(posedge clk)
    begin
        if(rst)
            begin
                waddr_out<=0;
                alures_out<=0;
            end
     else
        begin
            waddr_out<=waddr;
            alures_out<=alures;
        end
     end
endmodule
`timescale 1ns / 10ps
module ID_EXE_stage (
clk,  rst, aluop_cntrl,rdata1,rdata2,signextender, waddr, aluop_cntrl_out, alusrc_cntrl, 
alusrc_cntrl_out,
rdata1_out , rdata2_out, signextender_out, waddr_out 
);
    input clk, rst;
    input [2:0] aluop_cntrl;
    input [0:0] alusrc_cntrl;
    input [32-1:0] rdata1;
    input [32-1:0] rdata2;
    input [32-1:0] signextender;
    input [5-1:0] waddr;
    output reg [2:0] aluop_cntrl_out;
    output reg [0:0] alusrc_cntrl_out;
    output reg [32-1:0] rdata1_out;
    output reg [32-1:0] rdata2_out;
    output reg [32-1:0] signextender_out; 
    output reg [5-1:0] waddr_out;
always @(posedge clk)
    begin
        if(rst)
            begin
                aluop_cntrl_out <=0;
                alusrc_cntrl_out <=0;
                rdata1_out <=0;
                rdata2_out <=0;
                signextender_out <=0;
                waddr_out <=0;
            end
     else
        begin
            aluop_cntrl_out <=aluop_cntrl;
            alusrc_cntrl_out <=alusrc_cntrl;
            rdata1_out <=rdata1;
            rdata2_out <=rdata2;
            signextender_out <=signextender;
            waddr_out <=waddr;
        end
     end
endmodule
`timescale 1ns / 10ps
`timescale 1ns / 1ps
module IF_ID_stage(
    clk,
    rst,
    instruction_in,
    instruction_out
    );
    input clk,rst;
    input [32-1:0] instruction_in;
    output reg [32-1:0] instruction_out;
    always @(posedge clk)
    begin
        if(rst)
            begin
                instruction_out<=0;
            end
     else
        begin
            instruction_out<=instruction_in;
        end
     end
endmodule
`timescale 1ns / 10ps
module PC1(
       clk,
		 rst,       
		 nextPC,		 
		 currPC);
		 input clk,rst;		 
		 input [5 - 1:0]nextPC;		  
		 output reg [5 - 1:0]currPC;
		always @(posedge clk or posedge rst)
	 begin
    	if (rst) begin
       	 	currPC <= 0;
    	end else begin
        	 currPC <= nextPC+1; 
    end
	end
endmodule	
`timescale 1ns / 10ps
module alu(
   a,    
   b,    
   op,    
   out    
   );
   input [32-1:0] a, b;
   input [2:0] op;
   output reg [32-1:0] out;
always @(a or b or op )
begin
   case(op)
       6'b000000: out = a+b;
       6'b000001: out = a - b;
       6'b000010: out = a & b;
       6'b000011:  out = a^b;
       6'b000100: out = a<=b;
       6'b000101: out = a*b;
       6'b000110: out = a+b;
default: out = 0;  
   endcase
end
endmodule
`timescale 1ns / 10ps
module control(
  input [5:0] inst_cntrl, 
  output reg wen_cntrl,
  output reg alusrc_cntrl,
  output reg regdst_cntrl,
  output reg [2:0] aluop_cntrl
  );
  always@(inst_cntrl)
  begin
    case(inst_cntrl)
			6'b000000: begin
					wen_cntrl=1;
					alusrc_cntrl=0;
					regdst_cntrl=1;
					aluop_cntrl=inst_cntrl[2:0];
			end
        6'b000001: begin
                wen_cntrl=1;
					 alusrc_cntrl=0;
					 regdst_cntrl=1;
                aluop_cntrl=inst_cntrl[2:0];
        end
        6'b000010: begin
                wen_cntrl=1;
					 alusrc_cntrl=0;
					 regdst_cntrl=1;
                aluop_cntrl=inst_cntrl[2:0];
        end
        6'b000011: begin
                wen_cntrl=1;
					 alusrc_cntrl=0;
					 regdst_cntrl=1;
                aluop_cntrl=inst_cntrl[2:0];
        end
        6'b000100: begin
                wen_cntrl=1;
					 alusrc_cntrl=0;
					 regdst_cntrl=1;
                aluop_cntrl=inst_cntrl[2:0];
        end
        6'b000101: begin
                wen_cntrl=1;
					 alusrc_cntrl=0;
					 regdst_cntrl=1;
                aluop_cntrl=inst_cntrl[2:0];
			end
		6'b000110: begin
                wen_cntrl=1;
					 alusrc_cntrl=1;
					 regdst_cntrl=0;
                aluop_cntrl=inst_cntrl[2:0];
        end
		default: begin
				wen_cntrl=1; 
				alusrc_cntrl=0;
				regdst_cntrl=1;
				aluop_cntrl=inst_cntrl[2:0];
		end	
    endcase
  end
endmodule
`timescale 1ns / 10ps
`timescale 1ns / 1ps
module datapath_mux (
	clk,
	rst,
	inst,
	aluout2
);
input		  clk;
input		  rst;
input  [32-1:0] inst;
output  [32-1:0] aluout2;
wire [2:0]	aluop;
wire alusrc;
wire [2:0]	aluop_output;
wire alusrc_output;
wire regDST;
wire wen;
wire [32-1:0] rdata1;
wire [32-1:0] rdata2;
wire [32-1:0] wdata_out_in;
wire [32-1:0] rdata1_output;
wire [32-1:0] rdata2_output;
wire [32-1:0] wdata_out;
wire [5-1:0] waddr_out;
wire [5-1:0] waddr2_out;
wire [15:0] signextend_input = inst[15:0];
wire [31:0] signextend_output;
wire [31:0] signextend2_output;
wire [32-1:0] aluout;
wire [32-1:0]rdata2_imm=alusrc_output ? signextend2_output : rdata2_output; 
wire [5-1:0]waddr_regDST=regDST ? inst[15:11] : inst[20:16]; 
control C0
(.inst_cntrl(inst[31:26]),.wen_cntrl(wen),.alusrc_cntrl(alusrc),.regdst_cntrl(regDST),.aluop_cntrl(aluop));
regfile RF0
(.clk(clk),.rst(rst),.wen(wen),.raddr1(inst[25:21]),.raddr2(inst[20:16]),.waddr(waddr2_out),.wdata(aluout2),.rdata1(rdata1),.rdata2(rdata2));
signextender S0(
     .input_16(signextend_input),
     .output_32(signextend_output)
);
ID_EXE_stage IE0 (
.clk(clk),  .rst(rst), .aluop_cntrl(aluop),.rdata1(rdata1),.rdata2(rdata2),.signextender(signextend_output), .waddr(waddr_regDST), .aluop_cntrl_out(aluop_output), .alusrc_cntrl(alusrc), 
.alusrc_cntrl_out(alusrc_output),
.rdata1_out(rdata1_output) , .rdata2_out(rdata2_output), .signextender_out(signextend2_output), .waddr_out(waddr_out) 
);
alu ALU0
(.a(rdata1_output),.b(rdata2_imm),.op(aluop_output),.out(aluout));
ID_IMEM_stage IM0(
    .clk(clk),
    .rst(rst),
    .waddr(waddr_out),
    .alures(aluout),
    .waddr_out(waddr2_out),
    .alures_out(aluout2)
    );
endmodule  
`timescale 1ns / 10ps
module memory( clk, rst, wen, addr, data_in, fileid, data_out); 
  input clk;
  input rst;
  input wen;					 
  input [5-1:0] addr;       
  input [32-1:0] data_in;    
  input  fileid;				 
  output [32-1:0] data_out;  
  reg [32-1:0] memory [0:32*32-1];  
  reg [8*1000:0] line; 		    
integer fin, i, c, r;
reg [32-1:0] t_addr;
reg [32-1:0] t_data;
reg [32-1:0] addr_r;
assign data_out = memory[addr];		    
  always @(posedge clk)
    begin
        memory[0] = 32'h00000000;
        memory[1] = 32'h05031000;
        memory[2] = 32'h00000000;
        memory[3] = 32'h00430800;
        memory[4] = 32'h00000000;
        memory[5] = 32'h0901F000;
        memory[6] = 32'h1502F800;
        memory[7] = 32'h00000000;
        memory[8] = 32'h03fa5000;
        memory[9] = 32'h18E40001;
        memory[10] = 32'h00000000;
        memory[11] = 32'h00000000;
    end
endmodule
`timescale 1ns / 1ps
`timescale 1ns / 10ps
module pipelined_4stage(clk, rst, aluout);
input clk;				
input rst;
output [32-1:0] aluout;	
wire [5-1:0] PCount;
wire [32-1:0] Mem_data_output;
wire [32-1:0] IFID_output;
PC1 PC0(
       .clk(clk),
		 .rst(rst),       
		 .nextPC(PCount),		 
		 .currPC(PCount)
		 );
memory M0 ( .clk(clk), .rst(rst), .addr(PCount),.fileid(0), .data_out(Mem_data_output)
           );
IF_ID_stage ID0(
    .clk(clk),
    .rst(rst),
    .instruction_in(Mem_data_output),
    .instruction_out(IFID_output)
    );
datapath_mux D0(
	.clk(clk),
	.rst(rst),
	.inst(IFID_output),
	.aluout2(aluout)
);
endmodule
`timescale 1ns / 10ps
`timescale 1ns / 1ps
module regfile (
	clk,
	rst,
	wen,
	raddr1, 
	raddr2, 
	waddr, 
	wdata, 
	rdata1,
	rdata2
	);
	input clk;
	input rst;
	input wen;
	input [5-1:0] raddr1; 
	input [5-1:0] raddr2; 
	input [5-1:0] waddr; 
	input [32-1:0] wdata; 
	output [32-1:0] rdata1;
	output [32-1:0] rdata2;
	reg [32-1:0] regdata [0:32-1];
integer i;
	always@(posedge clk)
		begin
			if(rst)
				begin
					for (i=0; i<32; i=i+1)
					regdata[i] <=0;
					regdata[8] <=5; 
					regdata[3] <=2;
				end
			else
				regdata[waddr] <= (wen == 1) ? wdata : regdata[waddr]; 
		end
	assign rdata1 = ((wen) && (waddr == raddr1)) ? wdata : regdata[raddr1]; 
	assign rdata2 = ((wen) && (waddr == raddr2)) ? wdata : regdata[raddr2];
endmodule 
`timescale 1ns / 1ps
module signextender(
    input [15:0] input_16,
    output reg [31:0] output_32
);
always @(*) begin
    if (input_16[15] == 1'b1)  
        output_32 = {16'b11111111_11111111, input_16};  
    else  
        output_32 = {16'b00000000_00000000, input_16};  
end
endmodule
</file>
<file path="design/flow/run.sh">
#!/bin/bash
# OpenROAD 26Q1-2900-gdf79404cd8, Yosys 0.63+post, stock flow scripts
make -C /OpenROAD-flow-scripts/flow DESIGN_CONFIG=/design/flow/config.mk WORK_HOME=/design/flow/orfs finish
</file>
<file path="design/flow/config.mk">
export PLATFORM = sky130hd
export DESIGN_NAME = pipelined_4stage
export DESIGN_NICKNAME = pipelined_4stage
export VERILOG_FILES = /design/flow/design.v
export SDC_FILE = /design/flow/constraint.sdc
export NUM_CORES = 4
export LEC_CHECK = 1
export CORE_UTILIZATION = 40
</file>
<file path="design/flow/constraint.sdc">
current_design pipelined_4stage

set clk_period 11.3
set clk_io_pct 0.2

create_clock -name clk0 -period $clk_period [get_ports {clk}]

set non_clock_inputs [all_inputs -no_clocks]
set_input_delay [expr $clk_period * $clk_io_pct] -clock clk0 $non_clock_inputs
set_output_delay [expr $clk_period * $clk_io_pct] -clock clk0 [all_outputs]
</file>
==> results.py <==
# Flow results
metrics = {
    "hold_path": {
        "worst_hold_path.endpoint": "D0.IM0.waddr_out[0]",
        "holdCritStartpoint": "D0.IE0.waddr_out[0]",
        "min_path_type": "register to register",
        "cells_on_worst_hold_path": 1,
    },
    "synth": {
        "sequential_to_total_area_share_from_yosys_stat_pct": 43.7,
        "ys.warnings.count": 32400,
        "yosys_most_used_dff": "sky130_fd_sc_hd__edfxtp_1",
        "synth_cells": 5004,
        "aoi_share_pct": 4.35,
        "post-synth-top-area-fraction_pct": 39.1,
        "synth.area.top_cells": "sky130_fd_sc_hd__edfxtp_1, sky130_fd_sc_hd__fa_1, sky130_fd_sc_hd__mux4_2",
        "xor_area_share_pct": 1.90,
        "top_logic_kind": "adder cells",
        "synth_area_leader_cell": "sky130_fd_sc_hd__edfxtp_1",
        "yosys.area_share.simple_pct": 12.8,
        "synthAdderAreaFrac_pct": 18.0,
        "yosys_register_bits": 901,
        "cell_area_after_technology_mapping_um2": 59000,
        "number_of_flops_mapped_to_enable_cells_by_yosys": 768,
        "ys_async_sr_fraction_pct": 0.555,
        "synth.distinct_cells": 84,
        "postSynthAreaPerCell_um2": 11.8,
        "ys_sh_mux_pct": 13.9,
        "yosys_cells": 5004,
        "ys_area_um2": 59000,
    },
    "clock_tree": {
        "cts.sink_count": 901,
        "tritoncts.num_buffers": 94,
        "maximum_count_of_clock_buffers_along_a_single_path": 3,
        "ctsRootBufferMaster": "sky130_fd_sc_hd__clkbuf_16",
        "post_cts_resize_count": 0,
        "cts-hold-fix-buffers": 0,
        "tritoncts": "yes",
        "cts.repair_timing.setup_buffer_count": 0,
        "cts_max_level": 3,
        "clk-insertion-delay-late_ps": 680,
        "worst_setup_hold_path_clk_slew_ps": 60,
    },
    "route": {
        "drt_first_pass_iters": 9,
        "drt_iter0_markers": 2822,
        "route.detailed.drc": 0,
        "routed-via-count": 38800,
        "vias_per_cell": 5.65,
        "drt.antenna.violating_nets": 0,
        "drt-total-wl_mm": 189,
        "route.detailed.wl_per_inst_um": 27.5,
    },
    "layout": {
        "layout-area-overhead-vs-synth_pct": 9.03,
        "num-fill-cells": 13100,
        "drive_gt1_share_pct": 14.0,
        "mostFrequentLayoutCells": "sky130_fd_sc_hd__nor2_1, sky130_fd_sc_hd__edfxtp_1, sky130_fd_sc_hd__inv_1, sky130_fd_sc_hd__fa_1, sky130_fd_sc_hd__mux4_2",
        "mostFrequentLayoutCell": "sky130_fd_sc_hd__nor2_1",
    },
    "final_timing": {
        "hold-worst-slack_ps": 430,
        "finalHoldViolations": 0,
        "fmax_ghz": 0.119,
        "final_min_period_over_clock_period_pct": 74.4,
        "timing.max_slew.rel_slack_pct": 40.9,
        "timing_worst_slew_pin_value_ps": 885,
        "timing.final.max_slew_violations": 0,
        "rsz0062_at_grt": "false",
        "totalNegativeSetupSlack_ps": 0,
        "finalCriticalPeriod_ps": 8400,
        "fin_worst_skew_ps": 28.7,
        "total_setup_violations_reported_at_the_end_of_the_flow": 0,
    },
    "worst_setup_path": {
        "worst_setup_path_end_kind": "register",
        "critical_path.max_fanout": 19,
        "r2r-start": "D0.IE0.alusrc_cntrl_out",
        "critical_path.reg2reg.endpoint": "D0.IM0.alures_out[29]",
        "crit_required_ps": 11860,
        "r2r_setup_slack_ps": 2900,
        "reg2reg_depth": 23,
        "worst-setup-path-type": "register to register",
        "worstPathArrival_ps": 8970,
        "crit_path_start_kind": "register",
    },
    "floorplan": {
        "std_cell_core_area_um2": 146000,
        "die_width_um": 386,
        "floorplan.core_util_pct": 40.4,
        "ios": 34,
        "fp.dieH_um": 386,
        "fp.dieArea_um2": 149000,
        "placementRows": 140,
    },
    "global_routing": {
        "number_of_global_route_vias_before_repair": 41700,
        "groute.usage.overall_pct": 28.1,
        "remaining_global_route_overflow": 0,
        "grt_first_pass_wirelength_mm": 279,
        "antenna_found_initial": 3,
        "grt_max_degree": 62,
    },
    "placed_design": {
        "routabilityCongestion": 0.975,
        "total_of_buffers_placed_on_input_and_output_ports": 33,
        "half_perimeter_wire_length_after_placement_mm": 122,
    },
    "run": {
        "warnings": 41,
        "maxCapViolations": 0,
    },
    "pwr": {
        "powerDensity_nw_per_um2": 129,
        "power_w": 0.00829,
        "leakage_power_nw": 24.8,
        "ir_worst_vdd_uv": 117,
    },
    "status": {
        "run_status": "finished clean",
    },
}
==> synth_stat cells (all sizes together), types with 57 or more instances <==
master    n
dfxtp   128
nand2   360
fa      410
xnor2    91
inv     452
nor2    967
ha      191
o21ai    57
mux4    320
a21oi   113
mux2i    86
clkbuf  250
and2    258
edfxtp  768
buf     143
==> sequential cells by signal, indices dropped and copies added (netlist names) <==
signal,flops
D0.IE0.aluop_cntrl_out,3
D0.IE0.alusrc_cntrl_out,1
D0.IE0.rdata1_out,32
D0.IE0.rdata2_out,32
D0.IE0.signextender_out,5
D0.IE0.waddr_out,5
D0.IM0.alures_out,32
D0.IM0.waddr_out,5
D0.RF0.regdata,768
ID0.instruction_out,13
PC0.currPC,5
==> critical path: stages, from the launching register on <==
cell	delay, ps
sky130_fd_sc_hd__dfxtp_1	300
sky130_fd_sc_hd__buf_4	260
sky130_fd_sc_hd__mux2i_1	500
sky130_fd_sc_hd__inv_1	530
sky130_fd_sc_hd__ha_1	530
sky130_fd_sc_hd__fa_1	540
sky130_fd_sc_hd__inv_1	50
sky130_fd_sc_hd__fa_1	470
sky130_fd_sc_hd__fa_1	550
sky130_fd_sc_hd__inv_1	50
sky130_fd_sc_hd__fa_1	400
sky130_fd_sc_hd__fa_1	470
sky130_fd_sc_hd__fa_1	570
sky130_fd_sc_hd__fa_1	440
sky130_fd_sc_hd__fa_1	450
sky130_fd_sc_hd__ha_1	350
sky130_fd_sc_hd__and4_1	250
sky130_fd_sc_hd__and4_1	200
sky130_fd_sc_hd__a211oi_1	420
sky130_fd_sc_hd__nand2b_1	120
sky130_fd_sc_hd__or3_1	320
sky130_fd_sc_hd__a211o_1	290
sky130_fd_sc_hd__a31oi_1	150
sky130_fd_sc_hd__o21ai_0	80
==> stage by stage <==
| step | setup slack (ps) | utilization (%) | instances | cell area (µm²) |
|---|---|---|---|---|
| after floorplan | 3740 | - | 5004 | 59000 |
| after global placement | 3010 | 42.1 | 6703 | 61400 |
| after detailed placement | 2910 | 42.1 | 6703 | 61400 |
| after CTS | 2890 | 44.1 | 6871 | 64300 |
| after global routing | 2480 | 44.1 | 6871 | 64300 |
| final | 2900 | 44.1 | 6872 | 64300 |
==> routing by layer <==
| layer | vias up | global-route usage (%) | routed length (µm) |
|---|---|---|---|
| met5 | - | 2.96 | 540 |
| met4 | 16 | 8.15 | 7460 |
| met3 | 428 | 19.4 | 31800 |
| met2 | 2668 | 41.9 | 88500 |
| met1 | 18900 | 33.0 | 60900 |
| li1 | 16800 | - | - |
==> where the power goes <==
group	switching (W)	internal, W
Combinational	0.000956	0.000570
Clock	0.00130	0.00163
Sequential	0.000103	0.00373
Total	0.00235	0.00594
==> worst max-delay path by stage <==
| stage | start | end | slack [ps] |
|---|---|---|---|
| 6_report | D0.IE0.alusrc_cntrl_out | D0.IM0.alures_out[29] | 2900 |
| 4_1_cts | D0.IE0.alusrc_cntrl_out | D0.IM0.alures_out[29] | 2890 |
| 5_1_grt | D0.IE0.alusrc_cntrl_out | D0.IM0.alures_out[29] | 2480 |
==> layout make-up <==
| class | instances | area, µm² | share of cell area, % |
|---|---|---|---|
| antenna | 1 | 2.50 | 0.00389 |
| clock buffer | 127 | 2560 | 3.98 |
| clock inverter | 41 | 307 | 0.477 |
| inverter | 453 | 1700 | 2.64 |
| multi-input combinational | 3257 | 30200 | 46.9 |
| sequential | 901 | 25800 | 40.1 |
| tap | 1917 | 2400 | 3.73 |
| timing repair buffer | 175 | 1390 | 2.17 |
==> cell families after synthesis <==
| kind of cell | Yosys count |
|---|---|
| adders and majority gates | 601 |
| buffers and inverters | 846 |
| AOI/OAI and AO/OA | 376 |
| xor gates and xnor gates | 123 |
| DFF | 901 |
| muxes | 415 |
| and+or+nand+nor | 1742 |
Power and IR drop assume default switching activity.
